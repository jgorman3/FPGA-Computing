===== flow/run.sh =====
#!/bin/bash
# OpenROAD 26Q1-2900-gdf79404cd8, Yosys 0.63+post, stock flow scripts
make -C /OpenROAD-flow-scripts/flow DESIGN_CONFIG=/design/flow/config.mk WORK_HOME=/design/flow/orfs finish

===== flow/config.mk =====
export PLATFORM = sky130hd
export DESIGN_NAME = counter
export DESIGN_NICKNAME = counter
export VERILOG_FILES = /design/flow/design.v
export SDC_FILE = /design/flow/constraint.sdc
export NUM_CORES = 4
export LEC_CHECK = 1
export CORE_AREA = 10 10 95 95
export DIE_AREA = 0 0 105 105

===== flow/constraint.sdc =====
current_design counter

set clk_period 5.4
set clk_io_pct 0.2

create_clock -name clk0 -period $clk_period [get_ports {clk}]

set non_clock_inputs [all_inputs -no_clocks]
set_input_delay [expr $clk_period * $clk_io_pct] -clock clk0 $non_clock_inputs
set_output_delay [expr $clk_period * $clk_io_pct] -clock clk0 [all_outputs]

===== flow/design.v =====
module counter (
    input clk,
    input rst,
    output reg [7:0] value
  );
  reg[24:0] ctr_d, ctr_q;
  always @(ctr_q) begin
    ctr_d = ctr_q + 1'b1;
    if (ctr_q[24])
      value = ~ctr_q[23:16];
    else
      value = ctr_q[23:16];
  end
  always @(posedge clk) begin
    if (rst) begin
      ctr_q <= 1'b0;
    end else begin
      ctr_q <= ctr_d;
    end
  end
endmodule

==> results_dict.tcl <==
# yosys + openroad results
set metrics [dict create \
    io_buffers 9 \
    status "finished, final reports clean" \
    first_global_vias 885 \
    openroad.warnings 25 \
    ys_sh_aoi_pct 9.31 \
    yosysTopAreaCell "dfxtp_1" \
    arrival_ns 1.53 \
    clock_latency_ns 0.27 \
    fp_util_pct 17.3 \
    worstRegToRegCells 5 \
    crit_path_start_kind "flop" \
    maxClockFrequency_mhz 382 \
    ys_cells 131 \
    fa_ha_area_share_pct 1.05 \
    timing.final.crit_period_ns 2.61 \
    numPlacedInstances 233 \
    largest-register "ctr_q" \
    r2r_setup_slack_ns 3.69 \
    antenna_found_initial 0 \
    drive_above_1_share_pct 9.22 \
    synth_flops 25 \
    synth_area_per_cell_um2 9.13 \
    cts_tree "done" \
    ant_nets 0 \
    dr_total_vias 931 \
    via_per_inst 3.93 \
    startpoint "ctr_q[24]" \
    timing.hold.ws_ns 0.494 \
    fin_setup_tns_ns 0 \
    top_logic_kind "simple AND/OR/NAND/NOR gates" \
    ir_worst_vdd_v 0.0000942 \
    r2r_start "ctr_q[0]" \
    synth.area.top_cells "dfxtp_1 42%, xor2_1 13%, nor2_1 5.0%, a21oi_1 3.3%, nand3_1 3.3%" \
    cts_buffers 3 \
    path_cells "xor2_1 -> clkdlybuf4s50_1" \
    critPathRequiredTime_ns 4.32 \
    reg_top3 "ctr_q x25" \
    clockBufferDepth 2 \
    cts-root-buf "clkbuf_8" \
    mux_share_pct 0.941 \
    synth_cells 131 \
    rows 30 \
    final_cells 237 \
    hold_depth 1 \
    slew_headroom_pct 70.8 \
    grt_max_degree 28 \
    largest_reg_flops 25 \
    rsz0062_at_grt "false" \
    final_area_mm2 0.00144 \
    finalMaxSlewViolations 0 \
    max-cap-violations 0 \
    leakagePower_nw 0.521 \
    seq_area_um2 500 \
    cts_sinks 25 \
    critPathMaxFanout 10 \
    min-delay-start "ctr_q[0]" \
    cts.clk_slew.worst_paths_ns 0.09 \
    synth_area_mm2 0.00120 \
    insertedDiodeCount 0 \
    period_used_pct 48.4 \
    wl_per_cell_um 9.16 \
    drc 0 \
    grt.total_usage_pct 4.03 \
    final_hold_viol_count 0 \
    cp-end-kind "output pin" \
    drt_pass1_iterations 4 \
    cp_slowest_cell "dfxtp_1" \
    die_width_um 105 \
    comb_area_um2 669 \
    io_pins 10 \
    synth-xor-area-share_pct 15.4 \
    overflow 0 \
    power_density_mw_per_mm2 212 \
    fp.coreArea_mm2 0.00691 \
    ys_warn_count 1 \
    ys_types 26 \
    dp_hpwl_mm 1.49 \
    worstSetupPathType "reg -> out" \
    hp-class "reg -> reg" \
    reg2reg_to "ctr_q[22]" \
    top_cell_area_share_pct 41.8 \
    fin_skew_ns 0.00775 \
    ctsResizeCount 0 \
    cts_hold_buf 0 \
    post_cts_buffers 0 \
    place_congestion 0.750 \
    htree_levels 1 \
    holdPathEnd "ctr_q[0]" \
    drtIter0Drc 32 \
    syn_to_final_growth_pct 20.7 \
    drt_wl_total_mm 2.17 \
    ys_sh_simple_pct 29.3 \
    tightest_slew_ns 0.437 \
    placed_cell_area_mm2 0.00140 \
    setup_viol 0 \
    die_y_um 105 \
    grt_pass1_wl_mm 3.91 \
    yosys.stat.seqShare_pct 41.8 \
    synth_chip_area_mm2 0.00120 \
    n_fill_cell 764 \
    cp_slowest_stage_delay_ns 0.60 \
    chip_area_mm2 0.0110 \
]
[through the flow]
stage | total power [W] | setup WS, ns | util [%]
detailed placement | 0.000200 | 3.07 | 20.3
floorplan | 0.000198 | 3.51 | -
finish | 0.000306 | 2.79 | 20.9
global route | 0.000320 | 2.68 | 20.9
CTS | 0.000311 | 2.76 | 20.9
global placement | 0.000200 | 3.10 | 20.3
[worst max-delay path by stage]
stage,endpoint,slack (ns),cells past startpoint
CTS,value[4],2.76,2
finish,value[6],2.79,2
global route,value[4],2.68,2
[synth_stat cells]
library cell  count
and3_4            1
nand4_1           5
a41o_1            1
mux2_2            1
nand3_2           2
or3_2             1
and4_4            3
a21oi_1           8
and4_1            4
inv_1             3
nand2_1           5
xor2_1           18
nor2_1           16
and3_1            2
dfxtp_1          25
or3_1             2
clkbuf_1          4
a311oi_1          1
o31ai_1           5
nand2_4           1
o21ai_0           3
xnor2_1           3
nand3_1           8
ha_1              1
nor2b_1           3
or4_1             5
[area by class of cell]
type                            instances  share of cell area (%)
Clock buffer                            4                    3.12
Tap cell                               96                    8.32
Inverter                                3                   0.780
Multi-Input combinational cell         99                    46.4
Timing Repair Buffer                   10                    6.76
Sequential cell                        25                    34.7
[where the power goes]
group          leakage [nW]  switching, W  internal (W)
Clock                0.0228     0.0000577     0.0000527
Combinational         0.296    0.00000452    0.00000305
Sequential            0.202    0.00000224      0.000186
[metal layers]
metal	wire length, µm	up-vias	global-route usage [%]
li1	-	490	-
met2	866	17	6.27
met5	0	-	0
met3	148	2	1.74
met1	1140	422	5.06
met4	14	0	0.882
[worst max-delay path, delay by kind of cell, from the launching register on]
kind / cells / cell delay [ns]
DFF: 1 / 0.60
buffers and inverters: 1 / 0.48
xor gates and xnor gates: 1 / 0.18
[placed cells by master, fill, tap and decap left out, types with 2 or more instances in the layout]
| cell type | n |
|---|---|
| or3_1 | 2 |
| nor2b_1 | 3 |
| nand2_1 | 5 |
| nand3_2 | 2 |
| o21ai_0 | 3 |
| or4_1 | 5 |
| and4_4 | 3 |
| clkbuf_8 | 3 |
| xnor2_1 | 3 |
| o31ai_1 | 5 |
| dfxtp_1 | 25 |
| inv_1 | 3 |
| and4_1 | 4 |
| nor2_1 | 16 |
| nand3_1 | 8 |
| and3_1 | 2 |
| clkdlybuf4s50_1 | 9 |
| nand4_1 | 5 |
| a21oi_1 | 8 |
| xor2_1 | 18 |
[cell families (layout without fill, tap and decap cells)]
kind of cell,count (synthesis),after routing
muxes,1,1
DFF,25,25
buffers and inverters,7,17
AOI/OAI and AO/OA,18,18
xor gates and xnor gates,21,21
and+or+nand+nor,58,58
adders and majority gates,1,1
Power figures rest on the tool's default switching activity, not on a simulated workload.
