File: flow/design.v
module timing (
    input clk,
    input [7:0] a,
    input [7:0] b,
    output [31:0] c
  );
  reg [7:0] a_d, a_q, b_d, b_q;
  reg [31:0] c_d, c_q;
  reg [15:0] temp1_d, temp1_q;
  reg [15:0] temp2_d, temp2_q;
  assign c = c_q;
  always @(*) begin
    a_d = a;
    b_d = b;
    temp1_d = (a_q * a_q) * (a_q * a_q);
    temp2_d = (b_q * b_q) * (b_q * b_q);
    c_d =  temp1_q * temp2_q;
  end
  always @(posedge clk) begin
    a_q <= a_d;
    b_q <= b_d;
    c_q <= c_d;
    temp1_q <= temp1_d;
    temp2_q <= temp2_d;
  end
endmodule
File: flow/run.sh
#!/bin/bash
# OpenROAD 26Q1-2900-gdf79404cd8, Yosys 0.63+post, stock flow scripts
make -C /OpenROAD-flow-scripts/flow DESIGN_CONFIG=/design/flow/config.mk WORK_HOME=/design/flow/orfs finish
File: flow/config.mk
export PLATFORM = sky130hd
export DESIGN_NAME = timing
export DESIGN_NICKNAME = timing
export VERILOG_FILES = /design/flow/design.v
export SDC_FILE = /design/flow/constraint.sdc
export NUM_CORES = 4
export LEC_CHECK = 1
export CORE_UTILIZATION = 50
File: flow/constraint.sdc
current_design timing

set clk_period 10.6
set clk_io_pct 0.2

create_clock -name clk0 -period $clk_period [get_ports {clk}]

set non_clock_inputs [all_inputs -no_clocks]
set_input_delay [expr $clk_period * $clk_io_pct] -clock clk0 $non_clock_inputs
set_output_delay [expr $clk_period * $clk_io_pct] -clock clk0 [all_outputs]
==> notes.md <==
Implementation numbers.

- The launching point of the worst reg2reg path is b_q[0]$_DFF_P_.
- The end of the worst hold path is temp1_q[0]$_DFF_P_.
- The detail route stage leaves a number of antenna-violating nets equal to 0.
- The endpoint identified for the worst register-to-register timing path is temp2_q[14]$_DFF_P_.
- The overall die area is 34400 um^2.
- Per the synthesis report, the AND-OR/OR-AND share of the synthesized area is 0.0613.
- The sequential cell area fraction in the yosys report is 0.0880.
- The highest attainable clock frequency is 113 MHz.
- At the pin with the least slew margin, the transition time is 719 ps.
- In the floorplan report the effective utilization is 0.513.
- The core area is 32800 um^2.
- The max-slew violation count is 0.
- The final period demand of the worst path is 8850 ps.
- The clock passes through at most 2 buffers.
- The number of max-capacitance violations reported is 0.
- The total overflow left after global routing is 0.
- The synthesized area per cell is 9.21 um^2.
- The setup fix buffers added after clock tree synthesis is 0.
- The global routing report lists combined usage of all routing layers as 0.208.
- The total clock sinks is 74.
- The most common cell after layout, fill and taps aside is inv_1.
- STA classifies the critical path startpoint as a flop.
- Once detailed placement completed, the half-perimeter wirelength came to 25700 um.
- The length in cells of the worst reg-to-reg path is 34.
- The routability congestion estimate is 0.884.
- The first-pass GRT wire length is 53700 um.
- By instance count after routing, the leading logic cell types are 436 x inv_1, 306 x fa_1, 261 x ha_1.
- During I/O placement, the number of pins put on the boundary was 49.
- TritonCTS built the clock tree.
- At the later pin of the worst-skew pair, clock insertion delay measures 360 ps.
- The register bit total from synthesis is 74.
- The run finished with clean final reports.
- Input and output buffers added on the ports amount to 46.
- The min-delay analysis places its worst path in the category reg2reg.
- The largest stage delay on the critical path is 770 ps.
- The cell type with the largest total area after synthesis is fa_1.
- The largest non-sequential cell family by area is adder cells.
- The count of endpoints failing hold in the final timing report is 0.
- The critical path data arrival time is 9090 ps.
- For reference, the most critical setup path is categorized as reg2reg.
- In the final routed layout, each cell accounts on average for 13.0 um.
- Final hold analysis gives a worst-case slack of 663 ps.
- Summing over the stages, the warning tally comes to 39.
- Using the TritonRoute via totals, the vias-per-cell ratio works out to 4.77.
- In the hold timing report, the worst path depth is 0.
- Row generation in the floorplan step produced 66 rows.
- The number of antenna diodes in the final layout is 0.
- The count of cells resized by post-cts repair is 0.
- The adder and majority gate portion of the synthesized area is 0.558.
- The total number of yosys warnings is 1.
- The count of hold-fix buffers inserted at cts is 0.
- The top-area cell type share of the netlist area is 0.364.
- Across all checked pins, the minimum headroom to the slew limit is 0.520.
- In this run, the synthesized area fraction spent on xor and xnor cells is recorded as 0.0526.
- The area growth from synthesis to layout is 7.93%.
- The kind of end point of the critical path is a flop.
- Detailed routing inserted a total of 11140 vias.
- The worst setup skew after layout is 13.4 ps.
- The number of antenna violations at the first check in global routing is 0.
- From left edge to right edge, the die measures 185 um.
- The launch instance of the worst min-delay path is a_q[0]$_DFF_P_.
- The critical path endpoint has a required time of 10830 ps.
- The root buffer selected by CTS is clkbuf_16.
- The report shows a maximum critical-path fanout of 22.
- Of the total synthesized cell area, the portion taken by AND, OR, NAND and NOR gates is 0.129.
- The DRC violations left is 0.
- In the finished design, the share of the clock period the worst path needs comes to 0.835.
- Setup repair after global routing left no endpoint under its margin.
- The post-placement setup slack is 1660 ps.
- The clock slew at the register clock pins of the worst setup and hold paths is 60 ps.
- The maximum number of pins on one net before global-route repair is 23.
- By instance count, the cell type seen most on the critical path is inv_1.
- Setup slack on the critical path of the routed design comes to 1750 ps.
- The number of different library cells used by synthesis comes to 55.
- The commonest register cell after synthesis is dfxtp_1.
- The iteration count recorded for the first detailed-route pass is 5.
- The largest individual stage delay along the critical path comes from the cell dfxtp_1.
- The DRC violation total after the first TritonRoute iteration is 326.
- The H-tree level count is 3.
- The setup check on the worst reg-to-reg path leaves a slack of 1750 ps.
- The area recorded from the Yosys report for this design is 16800 um^2.
- The async set or reset register ratio after synthesis is 0.
- The netlist area before placement is 16800 um^2.
- The die boundary height is 185 um.
- The number of buffers inserted during clock tree synthesis is 9.
- For the final routed database, the setup TNS stands at 0 ps.
- The sum of routed wire length over all layers is 30300 um.
- In the final report, the number of endpoints failing setup comes to 0.
- In the final layout, the share of cells above drive strength 1 is 0.0222.
- Yosys reports the multiplexer fraction of the synthesized area as 0.00379.
- The synthesis report lists the most area-consuming cells as fa_1 36%, ha_1 19%, inv_1 9.7%, dfxtp_1 8.8%, and2_1 5.4%.
- Per the post-synthesis report, the number of cells in the design is 1826.
- The number of flops mapped to enable cells by yosys is 0.
- The number of cells reported by Yosys stat comes to 1826.
- The via count of the first global-routing pass is 11557.
[sequential cells by signal, summed over array words and instances, names as in the netlist]
register  flops
temp1_q      14
c_q          30
b_q           8
temp2_q      14
a_q           8
[per-layer routing]
metal  up-vias  track usage  routed length (um)
met2       179        0.342               14500
met1      5338        0.309               14100
met5         -            0                   0
li1       5602            -                   -
met4         0       0.0271                 484
met3        21       0.0403                1250
[synth_stat cells, drive strengths merged, types with 13 or more instances]
| library cell | n |
|---|---|
| a21oi | 52 |
| inv | 436 |
| a21o | 21 |
| nand2 | 187 |
| clkbuf | 38 |
| ha | 261 |
| dfxtp | 74 |
| o21ai | 24 |
| fa | 306 |
| and2 | 147 |
| nor2 | 57 |
| o21a | 13 |
| xnor2 | 75 |
| xor2 | 26 |
[per-stage QoR]
| step | util | cell area (um^2) | std cells |
|---|---|---|---|
| after CTS | 0.554 | 18200 | 2334 |
| final | 0.554 | 18200 | 2334 |
| after global routing | 0.554 | 18200 | 2334 |
| after global placement | 0.545 | 17900 | 2318 |
| after detailed placement | 0.545 | 17900 | 2318 |
| after floorplan | - | 17000 | 1867 |
[critical path, delay by kind of cell (launching register included)]
family                   cells  cell delay [ps]
AND-OR/OR-AND                5              870
flip-flops                   1              770
AND/OR/NAND/NOR              6             1510
adder cells (fa/ha/maj)     12             4660
buffers and inverters        9              410
XOR/XNOR                     2              530
[cells by family after synthesis]
logic type	count (synthesis)
fa+ha+maj	567
buf+inv	477
simple gates	444
compound gates	155
xor+xnor	101
flops	74
mux	6
other cells	2
[cell type report]
class / count / area, um^2
Multi-Input combinational cell: 1316 / 13700
Sequential cell: 74 / 1480
Fill cell: 2939 / 14600
Tap cell: 442 / 553
Clock buffer: 9 / 225
Inverter: 437 / 1640
Timing Repair Buffer: 49 / 483
Clock inverter: 7 / 77.6
[worst max-delay path by stage]
stage	cells after the start	slack, ps	to	startpoint
CTS	34	1640	temp2_q[14]$_DFF_P_	b_q[0]$_DFF_P_
global route	34	1180	temp2_q[14]$_DFF_P_	b_q[0]$_DFF_P_
finish	34	1750	temp2_q[14]$_DFF_P_	b_q[0]$_DFF_P_
