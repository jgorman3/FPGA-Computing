[design/flow/design.v]
module adder16bit
	(
	a0, a1, a2, a3, a4, a5, a6, a7, a8,
	a9, a10, a11, a12, a13, a14, a15,
	b0, b1, b2, b3, b4, b5, b6, b7, b8,
	b9, b10, b11, b12, b13, b14, b15,
	c0, c1, c2, c3, c4, c5, c6, c7, c8,
	c9, c10, c11, c12, c13, c14, c15,
	o0, o1, o2, o3, o4, o5, o6, o7, o8,
	o9, o10, o11, o12, o13, o14, o15,
	o16
	);
	input a0, a1, a2, a3,
	a4, a5, a6, a7, a8, a9,
	a10, a11, a12, a13, a14, a15;
	input b0, b1, b2, b3,
	b4, b5, b6, b7, b8, b9,
	b10, b11, b12, b13, b14, b15;
	input c0;
	output c1, c2, c3, c4, c5,
	c6, c7, c8, c9, c10, c11,
	c12, c13, c14, c15;
	wire c1;
	wire c2;
	wire c3;
	wire c4;
	wire c5;
	wire c6;
	wire c7;
	wire c8;
	wire c9;
	wire c10;
	wire c11;
	wire c12;
	wire c13;
	wire c14;
	wire c15;
	output o0, o1, o2, o3,
	o4, o5, o6, o7, o8, o9,
	o10, o11, o12, o13, o14,
	o15, o16;
	wire o0;
	wire o1;
	wire o2;
	wire o3;
	wire o4;
	wire o5;
	wire o6;
	wire o7;
	wire o8;
	wire o9;
	wire o10;
	wire o11;
	wire o12;
	wire o13;
	wire o14;
	wire o15;
	wire o16;
	assign o0 = a0 ^ b0 ^ c0;
	assign c1 = ((a1 ^ b1) & c0) | (a1 & b1);
	assign o1 = a1 ^ b1 ^ c1;
	assign c2 = ((a2 ^ b2) & c1) | (a2 & b2);
	assign o2 = a2 ^ b2 ^ c2;
	assign c3 = ((a3 ^ b3) & c2) | (a3 & b3);
	assign o3 = a3 ^ b3 ^ c3;
	assign c4 = ((a4 ^ b4) & c3) | (a4 & b4);
	assign o4 = a4 ^ b4 ^ c4;
	assign c5 = ((a5 ^ b5) & c4) | (a5 & b5);
	assign o5 = a5 ^ b5 ^ c5;
	assign c6 = ((a6 ^ b6) & c5) | (a6 & b6);
	assign o6 = a6 ^ b6 ^ c6;
	assign c7 = ((a7 ^ b7) & c6) | (a7 & b7);
	assign o7 = a7 ^ b7 ^ c7;
	assign c8 = ((a8 ^ b8) & c7) | (a8 & b8);
	assign o8 = a8 ^ b8 ^ c8;
	assign c9 = ((a9 ^ b9) & c8) | (a9 & b9);
	assign o9 = a9 ^ b9 ^ c9;
	assign c10 = ((a10 ^ b10) & c9) | (a10 & b10);
	assign o10 = a10 ^ b10 ^ c10;
	assign c11 = ((a11 ^ b11) & c10) | (a11 & b11);
	assign o11 = a11 ^ b11 ^ c11;
	assign c12 = ((a12 ^ b12) & c11) | (a12 & b12);
	assign o12 = a12 ^ b12 ^ c12;
	assign c13 = ((a13 ^ b13) & c12) | (a13 & b13);
	assign o13 = a13 ^ b13 ^ c13;
	assign c14 = ((a14 ^ b14) & c13) | (a14 & b14);
	assign o14 = a14 ^ b14 ^ c14;
	assign c15 = ((a15 ^ b15) & c14) | (a15 & b15);
	assign o15 = a15 ^ b15 ^ c15;
	assign o16 = (a15 & b15) | (b15 & c15) | (c15 & a15);
endmodule
[design/flow/run.sh]
#!/bin/bash
# OpenROAD 26Q1-2900-gdf79404cd8, Yosys 0.63+post, stock flow scripts
make -C /OpenROAD-flow-scripts/flow DESIGN_CONFIG=/design/flow/config.mk WORK_HOME=/design/flow/orfs finish
[design/flow/config.mk]
export PLATFORM = sky130hd
export DESIGN_NAME = adder16bit
export DESIGN_NICKNAME = adder16bit
export VERILOG_FILES = /design/flow/design.v
export SDC_FILE = /design/flow/constraint.sdc
export NUM_CORES = 4
export LEC_CHECK = 1
export CORE_AREA = 10 10 70 70
export DIE_AREA = 0 0 80 80
[design/flow/constraint.sdc]
current_design adder16bit

set clk_period 5.0
set clk_io_pct 0.2

create_clock -name clk0 -period $clk_period

set non_clock_inputs [all_inputs -no_clocks]
set_input_delay [expr $clk_period * $clk_io_pct] -clock clk0 $non_clock_inputs
set_output_delay [expr $clk_period * $clk_io_pct] -clock clk0 [all_outputs]
==> Changelog: implementation <==
## Implementation

- Worst EP required: 4.00 ns
- Worst vdd ir: 0.0000450 V
- Initial DRC Count: 21
- Worst-path fanout max: 3
- Register Area: 0 µm²
- Post-synth top area cell: ha_1
- Worst Hold Launch: a1
- Initial antenna violation count: 0
- Seq_cells: 0
- Gpl congestion: 0.789
- Period utilisation layout: 96.9%
- Tool warnings: 32
- Crit. End Element: output port
- Area delta synth->final: 94.4%
- Die W: 80 µm
- Clkbuf count: 0
- WL final: 2760 µm
- Yosys Chip Area: 801 µm²
- DR WL/cell: 12.3 µm
- Total chip power: 0.190 mW
- Worst path arrival time: 3.85 ns
- CP startpoint kind: primary input
- Max-cap viol count: 0
- Drt via density: 4.50
- Initial Utilization: 23.4%
- Distinct cells, synth: 31
- Syn avg cell area: 7.28 µm²
- Setup TNS: 0 ns
- Area of the core: 0.00342 mm²
- Synth warnings: 0
- Fmax: 0.206 GHz
- DIE HEIGHT: 80 µm
- NetSw: 0.0648 mW
- Drt drc: 0
- Site row count: 21
- Hold EP: c1
- Worst Hold Path Cells: 4
- Layout cells sized above 1: 10.6%
- Setup repair after global routing missed its margin: false
- Ant. Diodes: 0
- Slew Viols, Final: 0
- Cell area leaders: ha_1 (23%), o21ai_0 (6.9%), nor2_1 (6.6%), nand2b_1 (5.5%), inv_1 (4.7%)
- Comb pwr share: 100.0%
- Fin. Hold Viols: 0
- Pwr per Cell Area: 122 mW/mm²
- Sw frac: 34.0%
- Grt total ovfl: 0
- Largest net degree at the start of global routing: 8
- Endpoints failing setup: 0
- WS Path Type: in2out
- Min cycle time layout: 4.85 ns
- P_int: 0.126 mW
- Vias: 1013
- Synthesized cell area: 801 µm²
- Syn Inst Count: 110
- Pre-CTS WS: 0.0907 ns
- Vias in the first global route: 957
- HP Class: in2out
- Top cells by count: ha_1 (15), nor2_1 (14), o21ai_0 (11), inv_1 (10), nand2_1 (9)
- Synth Seq Share: 0%
- Final Util: 45.6%
- Dpl hpwl: 2380 µm
- Status: completed
- Flop pwr share: 0%
- Rel. slew slack: 78.8%
- DRT antenna net count: 0
- DRT Pass-1 Iters: 4
- Post-synth top area share: 23.4%
- Port buffer count: 65
- Die Area: 0.00640 mm²
- First-pass GRT wire length: 4270 µm
- GRT Total Usage: 7.74%
- Hold buffer count at CTS: 0
- Post-route setup slack: 0.154 ns
- LEAKAGE: 0.675 nW
- Hold WS: 2.86 ns
- Clock power share: 0%
- Yosys Instances: 110
- Top-Level Pins: 65
- Most frequent cell after synthesis: ha_1
- Worst Tran Pin Value: 0.318 ns
==> worst max-delay path, cell delays in order <==
cell	delay (ns)
clkdlybuf4s50_1	0.41
ha_1	0.23
a211o_1	0.32
a2111oi_4	0.41
o21a_4	0.20
a2bb2oi_4	0.16
a31o_1	0.18
fa_1	0.42
inv_1	0.07
clkdlybuf4s50_1	0.46
==> per-stage QoR <==
stage          cell area [µm²]  std cells
2_1_floorplan              801        110
3_3_place_gp              1520        222
4_1_cts                   1520        222
5_1_grt                   1560        225
6_report                  1560        225
3_5_place_dp              1520        222
==> how the worst max path moves through the flow <==
stage,startpoint,to
4_1_cts,a1,o15
6_report,a2,o15
5_1_grt,a2,o15
==> area by class of cell <==
type	count	area, µm²
Fill cell	342	1860
Multi-Input combinational cell	100	776
Timing Repair Buffer	69	686
Tap cell	46	57.6
Inverter	10	37.5
==> cells by family after synthesis <==
family	count (synthesis)	share of synthesized area, %
buf+inv	10	4.69
xor+xnor	2	2.19
mux	4	5.47
compound gates	38	38.0
simple gates	40	23.7
fa+ha+maj	16	25.9
==> metal layers <==
layer,vias up,global-route usage [%],wire (µm)
met2,40,13.2,1220
met5,-,0,0
li1,548,-,-
met4,0,0,0
met3,0,3.07,335
met1,425,9.44,1210
==> power by group through the flow <==
stage | registers (mW) | logic [mW] | clock network (mW)
5_1_grt | 0 | 0.212 | 0
6_report | 0 | 0.190 | 0
4_1_cts | 0 | 0.191 | 0
==> placed cells by master (no fill, tap or decap), types with 3 or more instances in the layout <==
| master | n |
|---|---|
| a21o_2 | 4 |
| a21oi_1 | 5 |
| inv_1 | 10 |
| o21ai_0 | 11 |
| buf_4 | 4 |
| ha_1 | 14 |
| nor2_1 | 14 |
| mux2_2 | 3 |
| a31oi_1 | 3 |
| clkdlybuf4s50_1 | 63 |
| nand2_1 | 9 |
| nand2b_1 | 7 |
==> repair_timing <==
action	CTS	global route
setup buffers	0	3
resized	0	3
setup endpoints to repair	0	1
Power and IR drop assume default switching activity.
